==> ./design.v <==
`timescale 1ns/1ns
module lightfsmj(i,c,s,ns,light13,light24);
	input i; 
	input[3:0] c; 
	input [1:0] s;
	output[1:0] ns;
	output reg[1:0] light13;
	output reg[1:0] light24;
	assign ns[1] = ((~s[1])&(s[0])&(c[2]))|(s[1]&(~s[0])&(~c[1]))|(s[1]&(~s[0])&(c[1]))|(s[0]&s[1]&(~c[0]));
	assign ns[0] = ((~s[1])&(~s[0])&c[3]&i)|((~s[1])&(s[0])&(~c[2]))|((s[1])&(~s[0])&c[1])|((s[1])&(s[0])&(~c[0]));
	always@(s) begin
		light13[0] <= ~s[1]&s[0];
		light13[1] <= s[1];
		light24[0] <= s[1]&s[0];
		light24[1] <= ~s[1];
	end
endmodule
`timescale 1ns/1ns
module timer(enable,clk,reset,setbit, cs, delay1, delay2, delay3, delay4, q, delay);
	input [3:0] delay1, delay2, delay3, delay4;
	output reg[3:0] q, delay, setbit;
	input enable, clk, reset;
	reg [3:0] sb_int;
	input [1:0] cs;
	wire d0, d1, d2, d3;
	assign d0 = (~q[0]&~q[1])|(~q[0]&q[1]);
	assign d1 = (q[0]&~q[1])|(~q[0]&q[1]);
	assign d2 = (q[0]&q[1]&~q[2])|(~q[0]&q[2])|(~q[1]&q[2]);
	assign d3 = (q[0]&q[1]&q[2]&~q[3])|(~q[0]&q[2]&q[3])|(~q[1]&q[2]&q[3])|(~q[2]&q[3]);
	always@(posedge clk or negedge reset) begin
		if(~reset) begin
			q <= 4'b0000;
		end
		else begin
			if(enable) begin
				q[0] <= d0;
				q[1] <= d1;
				q[2] <= d2;
				q[3] <= d3;
			end
			else begin
				q[0] <= 1'b0;
				q[1] <= 1'b0;
				q[2] <= 1'b0;
				q[3] <= 1'b0;
			end
		end
	end
	always@(posedge clk) begin
			if(cs == 2'b00) begin
				sb_int <= 4'b1000;
				delay <= delay1;
			end
			else if(cs == 2'b01) begin
				sb_int <= 4'b0100;
				delay <= delay2;
				end
			else if(cs == 2'b10) begin
				sb_int <= 4'b0010;
				delay <= delay3;
				end
			else begin
				sb_int <= 4'b0001;
				delay <= delay4;
			end
	end	
	always@(delay == q) begin
		if (delay == q) begin
			setbit = sb_int;
		end
		else begin
			setbit = sb_int;
		end
	end
endmodule
`timescale 1ns/1ns
module top(enable, clk, reset, car2, car4, state, nextstate, l13, l24, d1, d2, d3, d4, setbit, q, delay);
  input car2, car4, enable, clk, reset;
  output wire [1:0] l13, l24;
  output wire [1:0] nextstate;
  input wire [1:0] state;
  output wire [3:0] setbit, q, delay;
  input wire [3:0] d1, d2, d3, d4;
  lightfsmj f1(.i(car2|car4),.c(setbit),.s(state),.ns(nextstate), .light13(l13), .light24(l24));
  timer t1(.enable(enable), .clk(clk), .reset(reset), .setbit(setbit), .cs(state), .delay1(d1), .delay2(d2), .delay3(d3), .delay4(d4), .q(q), .delay(delay));
endmodule
==> ./run.sh <==
#!/bin/bash
# OpenROAD 26Q1-2900-gdf79404cd8, Yosys 0.63+post, stock flow scripts
make -C /OpenROAD-flow-scripts/flow DESIGN_CONFIG=/design/flow/config.mk WORK_HOME=/design/flow/orfs finish
==> ./config.mk <==
export PLATFORM = sky130hd
export DESIGN_NAME = top
export DESIGN_NICKNAME = top
export VERILOG_FILES = /design/flow/design.v
export SDC_FILE = /design/flow/constraint.sdc
export NUM_CORES = 4
export LEC_CHECK = 1
export CORE_AREA = 10 10 71 71
export DIE_AREA = 0 0 81 81
==> ./constraint.sdc <==
current_design top

set clk_period 1.1
set clk_io_pct 0.2

create_clock -name clk0 -period $clk_period [get_ports {clk}]

set non_clock_inputs [all_inputs -no_clocks]
set_input_delay [expr $clk_period * $clk_io_pct] -clock clk0 $non_clock_inputs
set_output_delay [expr $clk_period * $clk_io_pct] -clock clk0 [all_outputs]
==> out/metrics.csv <==
metric,value,unit
Pre-antenna DRT Iters,2,
CTS max path bufs,2,
pwr dens,1190,mW/mm2
Routed WL per cell,11.3,um
via count,553,
Vias/cell,3.69,
final tally of setup violations,2,
clk ins delay skew pair,0.24,ns
Port Buffers,40,
Layout area overhead,113,%
Routed WL,1690,um
CP dominant cell by count,o21ai_1,
Clock Power Share,0.344,
RSZ-0062 raised after global routing,yes,
max-cap viol count,0,
Internal,1080,uW
Ant. Diodes,0,
Post-Syn Instances,46,
post-route ant nets,0,
DR DRC count,0,
Top cells excl fill/tap,"clkdlybuf4s50_1 (18), buf_4 (12), dlygate4sd2_1 (11)",
CP Cell Sequence,a21oi_2 -> o21ai_1 -> o21ai_1 -> buf_2,
Tool Warnings,29,
largest net degree at the start of global routing,8,
power consumption,1380,uW
violated checks,setup timing,
NetSw,303,uW
io pins,41,
Main area contributors,"dfxtp_1 (29%), dfrtp_1 (18%), mux4_2 (17%), ha_1 (6.9%), and2_1 (3.4%)",
die y size,81,um
Worst EP arrival,0.94,ns
Worst Skew,0.000135,ns
yosys stat area,546,um2
slew margin rel.,0.871,
dominant cell type by area after synthesis,dfxtp_1,
Reg power frac,0.371,
Worst VDD drop,0.309,mV
row count,22,
FP Util,0.150,
first-pass GRT wire length,3050,um
vias in the first global route,665,
final instance area,0.00116,mm2
routability cong.,0.817,
"Reg clk slew, reported paths",0.06,ns
CP endpoint kind,primary output,
Mapped Area,546,um2
"Largest stage delay, worst path",0.32,ns
critical setup path kind,reg2out,
power share of the combinational group,0.285,
Worst path slowest cell,dfxtp_2,
Synth Seq Share,0.477,
Place WS,-0.741,ns
die area,0.00656,mm2
CORE AREA,0.00363,mm2
share of layout cells above drive strength 1,0.363,
"Req. time, crit path",0.88,ns
Hold WC Path Type,in2async,
Tmin final,1.16,ns
number of cells in Yosys stat,46,
syn avg cell area,11.9,um2
Iteration-0 DRC Markers,5,
Synth Warn #,2,
CP Launch Type,flip-flop,
Cell Type Count,20,
leakage,0.000531,uW
final max-slew violation count,0,
CTS root buffer,clkbuf_8,
final hold viol count,0,
placed instance area,0.00105,mm2
H-tree level count,1,
smallest hold slack,0.183,ns
Tot GR Track Use,0.0569,
CP max FO,2,
CTS buffer count,3,
Slew @ Worst Pin,0.193,ns
initial antenna violation count,0,
Die W,81,um
# clock sinks,12,
fin crit share,1.05,
Synthesized registers,12,
most used logic cell in the final layout,clkdlybuf4s50_1,
fmax,863,MHz
switch share,0.219,
final global-route overflow total,0,
CTS tree,done,
final worst slack,-0.0587,ns
Max-area cell share,0.294,
status,finished with violations,
Detailed Place HPWL,1410,um
power groups by stage:
stage,Sequential (uW),Combinational [uW],Clock (uW)
4_1_cts,512,383,503
6_report,514,395,476
5_1_grt,522,447,518
layout make-up:
class                      count  area (um2)
sequential                    12         265
fill                         380        2470
clock buffer                   4        55.1
multi-input combinational     27         251
inverter                       3        11.3
timing repair buffer          56         517
tap                           48        60.1
metrics by stage:
| step | TNS, ns | instances | util |
|---|---|---|---|
| 5_1_grt | -0.253 | 150 | 0.319 |
| 3_3_place_gp | -6.44 | 140 | 0.290 |
| 2_1_floorplan | 0 | 46 | - |
| 4_1_cts | -0.119 | 150 | 0.315 |
| 3_5_place_dp | -6.72 | 140 | 0.290 |
| 6_report | -0.0681 | 150 | 0.319 |
worst paths after layout:
path / start / to / slack [ns] / cells after the start
setup reg to reg: t1.q[0] / t1.q[2] / 0.07 / 3
setup / recovery: t1.sb_int[2] / nextstate[0] / -0.06 / 4
hold reg to reg: t1.q[3] / t1.q[3] / 0.64 / 3
hold / removal: reset / t1.q[2] / 0.18 / 1
max in group asynchronous: reset / t1.q[0] / 0.75 / 1
min in group clk0: state[0] / t1.sb_int[3] / 0.18 / 2
worst max-delay path: cells and delay by family (launching register included):
family          cells  cell delay, ns
compound gates      3            0.27
flops               1            0.32
buf+inv             1            0.11
state kept, by name (all words and copies together), names as in the netlist:
signal     count
t1.sb_int      4
t1.delay       4
t1.q           4
cell usage after synthesis:
library cell / n
a21boi_0: 1
buf_6: 1
o211a_1: 1
o21ai_0: 3
o21a_1: 2
nor2_1: 2
a21oi_1: 1
mux4_2: 4
inv_1: 3
nand3_1: 1
dfxtp_1: 8
and2_1: 3
buf_2: 2
a31oi_1: 1
nand3b_1: 1
ha_1: 3
nor2b_1: 2
nand2_1: 2
dfrtp_1: 4
buf_4: 1
what timing repair did:
action                     CTS  global route
hold buffers                 0             0
buffers inserted             6             0
setup endpoints to repair   22            14
gates resized               48            10
pin swaps                    4             2
layer usage:
metal	up-vias	wire, um	global-route usage
li1	269	-	-
met2	22	803	0.0947
met3	2	238	0.0367
met5	-	0	0
met1	260	635	0.0608
met4	0	10	0.00865
logic make-up (layout without fill, tap and decap cells):
| family | after synthesis | count (layout) | share of synthesized area |
|---|---|---|---|
| buf+inv | 7 | 63 | 0.0734 |
| fa+ha+maj | 3 | 3 | 0.0688 |
| simple gates | 11 | 11 | 0.108 |
| mux | 4 | 4 | 0.165 |
| compound gates | 9 | 9 | 0.108 |
| flops | 12 | 12 | 0.477 |
Power figures rest on the tool's default switching activity, not on a simulated workload.
